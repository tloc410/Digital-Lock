--- flow/run.sh ---
#!/bin/bash
# OpenROAD 26Q1-2900-gdf79404cd8, Yosys 0.63+post, stock flow scripts
make -C /OpenROAD-flow-scripts/flow DESIGN_CONFIG=/design/flow/config.mk WORK_HOME=/design/flow/orfs finish
--- flow/config.mk ---
export PLATFORM = sky130hd
export DESIGN_NAME = digital_lock
export DESIGN_NICKNAME = digital_lock
export VERILOG_FILES = /design/flow/design.v
export SDC_FILE = /design/flow/constraint.sdc
export NUM_CORES = 4
export LEC_CHECK = 1
export CORE_UTILIZATION = 30
--- flow/design.v ---
`timescale 1ns / 1ps
module Check_3_times(
    input btn,
    input rst,
    output reg [1:0] count_3 = 2'b00
    );
    always @ (negedge btn, posedge rst) begin
        if (rst) begin
            count_3 <= 2'b00;
        end
        else begin
            case (count_3) 
                2'b00: count_3 <= 2'b01;
                2'b01: count_3 <= 2'b10;
                2'b10: count_3 <= 2'b11;
                2'b11: count_3 <= 2'b11;
            endcase
        end
    end
endmodule
`timescale 1ns / 1ps
module Default_Pass_Security(
    input clk,
    input mode,
    input [1:0] mod3_out, 
    input [3:0] mod10_out,
    input enter,
    input lock_rst,
    output enb_frequency,
    output [2:0] led_4 ,
    output [3:0] led_count,
    output [3:0] led_hmntimes,
    output mode_def
    );
    wire enb_frequency_1;                    
    wire [2:0] led_4_pass_def_check;         
    wire rst_all;                            
    wire [3:0] led_count_temp;               
    wire enb_pass_def;                       
    wire [2:0] led_4_tmp;                    
    wire enter_unable;
    and a1(enter_unable,enter,~mode_def);
    or (enb_frequency,enb_pass_def,enb_frequency_1);   
    security anti_spam(.clk (clk),.mode(mode),.mod3_out(mod3_out),.enter(enter_unable),.lock_rst(lock_rst),
    .enb_by_pass_def(enb_pass_def)           
    ,.enb_frequency(enb_frequency_1),        
    .led_4(led_4_pass_def_check),            
    .rst_all(rst_all),                       
    .led_count(led_count_temp));             
    ass2 select_led (
    enb_frequency,                           
    mod10_out,                                 
    led_count_temp,                          
    led_count);                              
    check_pass_def Check_default_pass (mode,mode_def,enter,mod3_out,
    lock_rst,rst_all,                        
    enb_pass_def,                            
    led_4_tmp);                              
    wire [1:0] mode_def_count;
    Check_3_times check3times (
    rst_all,                 
    lock_rst,                
    mode_def_count);         
    assign mode_def = (mode_def_count == 2'b11) ? 1: 0;
    assign led_hmntimes = (mode_def_count == 2'b00) ? 4'b0001 : (mode_def_count ==2'b01) ? 4'b0010 : (mode_def_count == 2'b10) ? 4'b0100 : 4'b1000;
    or o1(mode_def_enb,mode_def,enb_pass_def);       
    ass2 #(.HMNBIT(3))                               
    led4_rbg(.sel(mode_def_enb),                     
    .A(led_4_pass_def_check),                        
    .B(led_4_tmp),                                   
    .led4(led_4));                                   
endmodule
`timescale 1ns / 1ps
module check3(
    input mode,
    input [1:0] mod3,
    input enter,
    input rst,
    output reg [2:0] led_4,
    output clk_enb
    );
    wire clk_check;
    wire mod3_check;
    wire [1:0] mod4_check_out;
    wire compare3;
    assign mod3_check = (mod3 == 2'b00) ? 0 : 1;
    assign clk_check = ~mode & enter & mod3_check;
    Check_3_times check_3_times (clk_check,rst,mod4_check_out);
    assign compare3 = (mod4_check_out == 2'b11) ? 1 : 0;
    always @(mod4_check_out) begin
        case (mod4_check_out) 
            2'b00: led_4 <= 3'b000;      
            2'b01: led_4 <= 3'b001;      
            2'b10: led_4 <= 3'b101;      
            2'b11: led_4 <= 3'b111;      
        endcase
    end
    assign clk_enb = compare3;
endmodule
`timescale 1ns / 1ps
module Counter_JK_ff(
    input clk_in,
    input button,
    output clk_out_
    );
        wire [25:0] clk_out;
        wire [11:0]temp;
        wire rst;
        and a0 (temp[0], clk_out[25], clk_out[24]);
        and a1 (temp[1], clk_out[23],clk_out[21]);
        and a2 (temp[2], clk_out[20],clk_out[19]);
        and a3 (temp[3], clk_out[16],clk_out[15]);
        and a4 (temp[4], clk_out[13],clk_out[11]);
        and a5 (temp[5], clk_out[10],clk_out[7]);
        and a6 (temp[6], clk_out[5],temp[0]);
        and a7 (temp[7], temp[1],temp[2]);
        and a8 (temp[8], temp[3],temp[4]);
        and a9 (temp[9], temp[5],temp[6]);
        and a10 (temp[10], temp[7],temp[8]);
        and a11 (temp[11], temp[9], temp[10]);
        or (rst, temp[11],button);   
    genvar i;
    JK_ff_asyn_rst D1(clk_in,1'b1,1'b1,rst,clk_out[0]);
    for (i = 1; i<=25;i=i+1) begin
        JK_ff_asyn_rst D2_26(clk_out[i-1],1'b1,1'b1,rst,clk_out[i]);
    end
    wire temp_clk;
    not (temp_clk,temp[11]);
    JK_ff_asyn_rst D27(temp_clk,1'b1,1'b1,button,clk_out_);
endmodule
`timescale 1ns / 1ps
module JK_ff_asyn_rst(
    input clk,
    input j, k,
    input rst,
    output reg q=1'b0
    );
    always @ (negedge clk or posedge rst)
        begin
        if (rst)
            begin
            q =0;
            end
        else begin
            case ({j,k})
            2'b00 : q = q;
            2'b01 : q = 0;
            2'b10 : q = 1;
            2'b11 : q = ~q;
            endcase
            end
        end
endmodule
`timescale 1ns / 1ps
module check_thief(
    input clk_in,
    input rst,
    input enb,                   
    output rst_all,
    output [3:0] led7s
    );
    wire fre1Hz;
    wire clk_input;
    and a1(clk_input,clk_in,enb);
    Counter_JK_ff a4 (clk_input,rst,fre1Hz);    
    countdown_3to0 a2 (fre1Hz,rst,led7s,rst_all);
endmodule
`timescale 1ns / 1ps
module countdown_3to0(
    input clk,
    input rst,  
    output reg [3:0] led = 4'b0011,
    output rst_all
    );
    always @(negedge clk, posedge  rst) begin
        if ( rst) begin
            led =4'b0011;
        end
        else begin 
            case (led)
                4'b0011: led = 4'b0010;
                4'b0010: led = 4'b0001;
                4'b0001: led = 4'b0000;
                4'b0000: led = 4'b0100;
            endcase
        end
    end
    assign rst_all = (led == 4'b0100) ? 1: 0;
endmodule
`timescale 1ns / 1ps
module security(
    input clk,  
    input mode,  
    input [1:0] mod3_out,  
    input enter,  
    input lock_rst,  
    input enb_by_pass_def,
    output enb_frequency,
    output [2:0] led_4,  
    output rst_all, 
    output [3:0] led_count
    );
    wire rst_btn;
    wire enb;
    or (rst_btn,lock_rst,rst_all);
    or (rst_check_thief,enter,rst_btn);
    or (enb, enb_frequency,enb_by_pass_def);                                 
    check3 check3times(mode,mod3_out,enter,rst_btn,led_4,enb_frequency);     
    check_thief unable_btn (.clk_in(clk),.rst(rst_check_thief),.enb(enb),.rst_all(rst_all),.led7s(led_count));  
endmodule
`timescale 1ns / 1ps
module ass2(
    sel,
    A,B,
    led4
    );
    parameter HMNBIT = 4;
    input  sel;
    input [HMNBIT-1:0] A,B;
    output reg [HMNBIT-1:0] led4;
    always @(*) begin
        if (sel == 0) begin
            led4 = A;
        end
        else begin
            led4 = B;
        end
    end
endmodule
module check_pass_def (
    input mode,
    input mode_def,
    input enter,
    input [1:0] mod3_btn,
    input lock_rst,
    input rst_all,
    output reg Q = 1'b0,
    output [2:0] led_4
    );      
    wire rst;
    wire enb;
    wire mod3_check;
    assign mod3_check = (mod3_btn == 2'b00) ? 1'b0 : 1'b1;
    assign rst = lock_rst | rst_all;
    assign enb = mod3_check & (~mode) & mode_def & enter ;
    always @(posedge enb, posedge rst) begin
        if  (rst) begin
            Q <= 1'b0;
        end
        else begin
            Q<= 1'b1;
        end
    end
    assign led_4 = (Q == 1'b0) ? 3'b000 : 3'b110;
endmodule
`timescale 1ns / 1ps
module ass1(
input enable,mod3_btn, mod10_btn, confirm, enter, mode, rst_btn,
output  N1, N2, N3, N4, N5, N6
    );
   and (N1, mod3_btn, enable);
   and (N2, mod10_btn, enable);
   and (N3, confirm, enable);
   and (N4, enter, enable);
   and (N5, mode, enable);
   and (N6, rst_btn, enable);
endmodule
module comparator_12bit (
    input [11:0] pass_in, pass_set,
    input enb,
    input rst,
    output reg lock =1'b0,
    output reg [2:0] led_RGB = 3'b100
     );
     always @ (posedge enb or posedge rst)
        if (rst) begin
            lock <=0;
            led_RGB <= 3'b100;
        end
        else begin
            if (pass_in == pass_set) begin
            lock <=1;
            led_RGB <= 3'b010;
            end
            else begin 
                lock <=0;
                led_RGB <= 3'b100;
            end
        end
endmodule
`timescale 1ns / 1ps
module digital_lock(
    input clk_125Mhz,
    input mod3_btn_1,
    input mod10_btn_1,
    input confirm_1,
    input enter_1,
    input mode_1,
    input rst_btn_1,
    output [2:0] led_rgb,
    output [11:0] led7seg,
    output [3:0] led7_mod10,
    output [2:0] led_mod3,
    output led_mode,
    output [2:0]led_4,
    output [3:0] led_hmntims
    );
    wire [1:0] mod3_out;
    wire [3:0] mod10_out;
    wire rst_mod10;
    wire enb_frequency;
    wire mod3_btn;
    wire mod10_btn;
    wire confirm;
    wire enter;
    wire mode;
    wire rst_btn;
    wire lock;
    wire [11:0] pass_in_out;
    wire [11:0] pass_set_out;
    wire [11:0] pass_set_out_1;
    wire enb_pass_def;
    wire enb_frequency_1;
    wire mode_set;
    wire mod3_rst;
    or (mod3_rst, rst_btn, enb_frequency);
    wire pass_in_rst;
    or (pass_in_rst,rst_btn,enb_frequency);
    assign rst_mod10 = mod3_btn | rst_btn | enb_frequency;
    mod3 a0(.btn(mod3_btn),.rst(mod3_rst),.set(1'b0),.count(mod3_out));  
    mod10 a1 (.btn(mod10_btn), .rst(rst_mod10), .out(mod10_out));  
    assign mode_set = lock & mode;
    password_12it pass_in (.mode(~mode),.mod3(mod3_out),.mod10(mod10_out),.rst(pass_in_rst),.confirm(confirm),.password(pass_in_out));  
    password_12it pass_set (.mode(mode_set),.mod3(mod3_out),.mod10(mod10_out),.rst(mode_def),.confirm(confirm),.password(pass_set_out_1));  
    pass_def default_password (mode_def,mode,lock,pass_set_out_1,pass_set_out);
        defparam default_password.pass_default = 12'b0001_0010_0010;             
    comparator_12bit a3(.pass_in(pass_in_out), .pass_set(pass_set_out),.enb(enter),.rst(rst_btn),.lock(lock),.led_RGB(led_rgb)); 
    seg7x3 led_out7 (pass_in_out,pass_set_out,mode,lock,1'b0,led7seg[3:0],led7seg[7:4], led7seg[11:8]);
    led_btn led_out_mod3 (mod3_out,led_mod3);
    assign led_mode = mode   ;  
    wire rst_all;
    wire [3:0] led_count;
    wire [2:0] led_4_tmp, led_4_pass_def_check;
    ass1 enb_all_btn (~enb_frequency,mod3_btn_1,mod10_btn_1,confirm_1,enter_1,mode_1,rst_btn_1,
                        mod3_btn,mod10_btn,confirm,enter,mode,rst_btn); 
    Default_Pass_Security Security(
    .clk(clk_125Mhz),                            
    .mode(mode),                                
    .mod3_out(mod3_out),
    .mod10_out(mod10_out),
    .enter(enter),
    .lock_rst(lock),
    .enb_frequency(enb_frequency),
    .led_4(led_4),.led_count(led7_mod10),       
    .led_hmntimes(led_hmntims),                  
    .mode_def(mode_def));                        
endmodule
`timescale 1ns / 1ps
module led_btn(input [1:0] in, output reg  [2:0] out_led
    );
    always@ (in) begin 
        case(in)
            2'b01 : out_led = 3'b001;
            2'b10 : out_led = 3'b010;
            2'b11 : out_led = 3'b100;
            2'b00 : out_led = 3'b000;
        endcase
    end
endmodule
module mod10(input btn, input rst, output reg [3:0] out = 4'b0000);
   always @(posedge rst or posedge btn )
   begin
      if (rst) begin
         out <= 4'b0000;
      end else begin
        case (out)
              4'b0000: out <= 4'b0001;
              4'b0001: out <= 4'b0010;
              4'b0010: out <= 4'b0011;
              4'b0011: out <= 4'b0100;
              4'b0100: out <= 4'b0101;
              4'b0101: out <= 4'b0110;
              4'b0110: out <= 4'b0111;
              4'b0111: out <= 4'b1000;
              4'b1000: out <= 4'b1001;
              4'b1001: out <= 4'b0000;   
           endcase
      end
   end
endmodule
`timescale 1ns / 1ps
module mod3(
    btn,
    rst,
    set,
    count
    );
    parameter reg [1:0] start_count = 2'b00; 
    parameter reg [1:0] set_value = 2'b11; 
    input btn;
    input rst;
    input set;
    output reg [1:0] count = start_count;
    always @(posedge btn, posedge rst, posedge set) begin
        if (rst) begin
            count <= 2'b00 ;
        end
        else if (set) begin
            count <= set_value;
        end
        else begin 
            case (count) 
            2'b00: count <= 2'b01;
            2'b01: count <= 2'b10;
            2'b10: count <= 2'b11;
            2'b11: count <= 2'b01;
            default: count <= 2'b01;
            endcase
        end
    end
endmodule
`timescale 1ns / 1ps
module pass_def(
    input mode_def,
    input mode,
    input lock,
    input [11:0] pass_set,
    output reg [11:0] password
    );
    parameter reg [11:0] pass_default = 12'b0001_0010_0011;
    wire enb;
    assign enb = (~lock) & mode_def;
    always @(*) begin
        if (enb == 1'b0) begin
            password <= pass_set;
        end
        else begin
            password <= pass_default;
        end
    end
endmodule
module password_12it (
    mode,
    mod3,
    mod10,
    rst,
    confirm,
    password
);
    input mode;
    input [1:0] mod3;
    input [3:0] mod10;
    input rst;
    input confirm;
    output [11:0] password;
    wire clk_enb;
    wire [2:0] select;
    reg [3:0] key1_out;
    select_2bit key_enb(mod3,select);
    assign clk_reg1 = mode & select[0] & confirm;
    assign clk_reg2 = mode & select[1] & confirm;
    assign clk_reg3 = mode & select[2] & confirm;
    reg_4bit key1 (mod10,clk_reg1,rst,password[11:8]);
    reg_4bit key2 (mod10,clk_reg2,rst,password[7:4]);
    reg_4bit key3 (mod10,clk_reg3,rst,password[3:0]);
endmodule 
`timescale 1ns / 1ps
module reg_4bit(
    input [3:0] mod10,
    input clk_enb,
    input rst,
    output reg[3:0]  key =4'b0000
    );
    always @(posedge clk_enb, posedge rst) begin
        if (rst) begin
            key =4'b0000;
        end
        else begin 
            key <= mod10;
        end
    end
endmodule
module select_2bit (input [1:0] inp, output reg [2:0] select);
    always @(inp) begin
        case (inp)
        2'b00: select = 3'b000;
        2'b01: select = 3'b001;
        2'b10: select = 3'b010;
        2'b11: select = 3'b100;
        endcase
    end
endmodule
module seg7x3(
  input [11:0] pass_in, pass_set,
  input mode, L, show,
  output reg [3:0] led1, led2, led3
);
  always @ (*) begin
      if(show==0) begin
        if(L==1 && mode ==1) begin
            led1 = pass_set[3:0];
            led2 = pass_set[7:4];
            led3 = pass_set[11:8];
        end else begin
            led1 = pass_in[3:0];
            led2 = pass_in[7:4];
            led3 = pass_in[11:8];
        end
      end else begin
        led1 = pass_set[3:0];
        led2 = pass_set[7:4];
        led3 = pass_set[11:8];
      end
  end
endmodule
--- flow/constraint.sdc ---
current_design digital_lock

set clk_period 1.7
set clk_io_pct 0.2

create_clock -name clk0 -period $clk_period

set non_clock_inputs [all_inputs -no_clocks]
set_input_delay [expr $clk_period * $clk_io_pct] -clock clk0 $non_clock_inputs
set_output_delay [expr $clk_period * $clk_io_pct] -clock clk0 [all_outputs]
==> impl_metrics.json <==
{
  "stdcell_count": 394,
  "num_vias": 1692,
  "p_seq_frac": 0.192,
  "drtIter0Drc": 48,
  "async_flop_share": 1.00,
  "crit_arrival_ns": 1.31,
  "max_clock_freq_mhz": 605,
  "dp_cells": 383,
  "grt_pass1_vias": 1621,
  "post_dp_cell_area_um2": 3170,
  "start_kind": "input port",
  "finalHoldViolCount": 0,
  "fin_crit_ns": 1.65,
  "p_sw_frac": 0.261,
  "ys_cells": 240,
  "untimed_endpoints": 82,
  "path_delay_family": "buffers and inverters",
  "first_pass_iters": 4,
  "drc": 0,
  "warnings": 36,
  "io_buffers": 36,
  "cp.required_ns": 1.36,
  "hold_start": "mode_1",
  "cp_max_fo": 5,
  "postSynthCellCount": 240,
  "edf_count": 0,
  "power.leakage_nw": 1.65,
  "die_h_um": 95.9,
  "postCtsHoldBufs": 0,
  "dp_hpwl_um": 3850,
  "hold_path_end": "led7seg[11]",
  "hold_path.class": "in2out",
  "power_density_nw_per_um2": 9.69,
  "area_delta_synth_final_pct": 26.4,
  "cp-end-kind": "primary output",
  "yosys_area_um2": 2640,
  "vdd_drop_max_mv": 0.0135,
  "pwr-share-clk": 0,
  "avgSynthCellArea_um2": 11.0,
  "gp_congestion": 0.843,
  "syn_area_um2": 2640,
  "p_comb_frac": 0.808,
  "grt_start_max_net_pins": 27,
  "fp_util": 0.315,
  "path_buffers": 4,
  "overflow": 0,
  "post_drt_wl_per_cell_um": 12.2,
  "outcome": "completed",
  "yosys_register_bits": 67,
  "hold_depth": 6,
  "antenna_cells": 0,
  "fill_cells": 806,
  "grt_pass1_wl_um": 8030,
  "slew_viol_final": 0,
  "max_cap_viol_count": 0,
  "synth_cell_type_count": 41,
  "ant_nets": 0,
  "flop_cell": "dfrtp_1",
  "p_sw_w": 0.00000844,
  "antenna_found_initial": 0,
  "cpMaxStageDelayCell": "mux2_4",
  "path_cells": "buf_6, and2_4, nand2_8, buf_12, buf_6, mux2_4, buf_2",
  "critPathKind": "in2out",
  "fin_util": 0.399,
  "yosysSeqAreaShare": 0.636,
  "routed_wirelength_um": 4810,
  "totalNegativeSetupSlack_ns": 0,
  "track_usage": 0.116,
  "synth_warnings": 37,
  "unclocked_pins": 67,
  "rsz0062_at_grt": "no",
  "dieArea_um2": 9190,
  "slew_headroom": 0.540,
  "crit_top_cell": "buf_6",
  "internal-power_w": 0.0000239,
  "final_area_um2": 3340,
  "final_layout_size_suffix_gt1_frac": 0.163,
  "coreArea_um2": 8380,
  "fin_crit_sh": 0.972,
  "drt-vias-per-instance": 4.29,
  "die_x_um": 95.9,
  "critPathMaxStageDelay_ns": 0.28,
  "setup_viol": 0,
  "worstMarginPinSlew_ns": 0.690,
  "num_rows": 33,
  "num_io_pins": 37
}
synthesized netlist by cell type, drive strengths merged (4+ instances only):
cell type	instances	area share
nor3	5	0.0095
nand2	29	0.041
and2	8	0.019
mux2	7	0.030
nor2	14	0.020
inv	43	0.061
xor2	4	0.013
o21ai	6	0.011
ha	4	0.019
dfrtp	33	0.31
buf	4	0.013
a21oi	5	0.0095
nor4	5	0.012
dfrtn	31	0.29
flip-flops by register name, indices dropped and copies added, names as in the netlist, 2 cells and up:
register and cells:
a1.out 4, pass_in.key2.key 4, pass_set.key2.key 4, a3.led_RGB 2, pass_in.key3.key 4, Security.check3times.count_3 2
Security.anti_spam.check3times.check_3_times.count_3 2, Security.anti_spam.unable_btn.a2.led 3, pass_in.key1.key 4, pass_set.key3.key 4, a0.count 2, pass_set.key1.key 4
Security.anti_spam.unable_btn.a4.genblk1.D2_26.q 25
cell type report:
cell class,instances,area (um^2),area share
Sequential cell,67,1680,0.503
Multi-Input combinational cell,124,822,0.246
Timing Repair Buffer,55,546,0.163
Inverter,43,161,0.0483
Tap cell,105,131,0.0393
layout by cell type (no fill, tap or decap), types with 2 or more instances in the layout:
cell type	synthesis	layout
inv_1	43	43
dfrtp_1	33	33
dfrtn_1	31	31
nand2_1	29	26
clkdlybuf4s50_1	0	23
nor2_1	14	14
buf_4	3	12
mux2_4	0	7
and2_1	7	7
a21oi_1	5	5
nor3_1	5	5
nor4_1	5	5
buf_6	1	5
dlygate4sd2_1	0	5
xor2_1	4	4
ha_1	4	4
dfstp_2	3	3
or2_2	3	3
nand4_1	3	3
nand2b_1	3	3
o21ai_2	0	3
xnor2_1	3	3
a31oi_1	3	3
clkdlybuf4s15_1	0	3
conb_1	2	2
o21ai_1	0	2
a21o_1	2	2
nand2_2	0	2
o32ai_1	2	2
buf_16	0	2
clkbuf_2	0	2
buf_2	0	2
per-stage QoR:
| stage | power [W] | worst slack (ns) | hold WS, ns |
|---|---|---|---|
| detailed placement | 0.0000328 | -0.591 | 1.84 |
| global placement | 0.0000249 | -0.560 | 1.82 |
| floorplan | 0.0000121 | 0.320 | 0.808 |
| global route | 0.0000352 | 0.00308 | 1.43 |
| CTS | 0.0000332 | -0.00372 | 1.40 |
| finish | 0.0000324 | 0.0480 | 1.39 |
power groups by stage:
stage / Clock [W] / Combinational, W / Sequential (W)
5_1_grt: 0 / 0.0000290 / 0.00000620
4_1_cts: 0 / 0.0000270 / 0.00000620
6_report: 0 / 0.0000262 / 0.00000620
cell families after synthesis:
family,Yosys count,synth area share
AND/OR/NAND/NOR,79,0.149
flip-flops,67,0.636
buffers and inverters,49,0.0767
AND-OR/OR-AND,25,0.0639
XOR/XNOR,7,0.0232
multiplexers,7,0.0298
adder cells (fa/ha/maj),4,0.0189
other,2,0.00284
timing repair:
item | CTS | global route
gates cloned | 2 | 0
setup buffers | 9 | 0
resized | 50 | 5
setup endpoints to repair | 13 | 5
routing by layer:
metal	global-route usage	up-vias	wire, um
met5	0	-	0
met4	0	0	0
met3	0.00562	0	125
met2	0.190	25	2320
met1	0.190	809	2370
li1	-	858	-
worst max-delay path by stage:
stage,start,endpoint,depth (start not counted)
4_1_cts,mode_1,led7seg[0],7
5_1_grt,mode_1,led7seg[3],8
6_report,mode_1,led7seg[7],7
Power and IR drop assume default switching activity.
